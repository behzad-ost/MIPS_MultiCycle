==> /design/flow/design.v <==
module RegFile
  (input clk,
   input reset,
   input write,
   input [4:0] wrAddr,
   input [31:0] wrData,
   input [4:0] rdAddrA,
   output [31:0] rdDataA,
   input [4:0] rdAddrB,
   output [31:0] rdDataB);
   reg [31:0] 	 regfile [0:31];
   assign rdDataA = regfile[rdAddrA];
   assign rdDataB = regfile[rdAddrB];
   integer 	 i;
   always @(posedge clk) begin
      if (reset) begin
      	 for (i = 0; i < 31; i = i + 1) begin
    	    regfile[i] <= 0;
      	 end
      end else begin
    	 if (write) regfile[wrAddr] <= wrData;
      end
   end
endmodule
==> /design/flow/run.sh <==
#!/bin/bash
# OpenROAD 26Q1-2900-gdf79404cd8, Yosys 0.63+post, stock flow scripts
make -C /OpenROAD-flow-scripts/flow DESIGN_CONFIG=/design/flow/config.mk WORK_HOME=/design/flow/orfs finish
==> /design/flow/config.mk <==
export PLATFORM = sky130hd
export DESIGN_NAME = RegFile
export DESIGN_NICKNAME = RegFile
export VERILOG_FILES = /design/flow/design.v
export SDC_FILE = /design/flow/constraint.sdc
export NUM_CORES = 4
export LEC_CHECK = 1
export CORE_UTILIZATION = 50
==> /design/flow/constraint.sdc <==
current_design RegFile

set clk_period 9.2
set clk_io_pct 0.2

create_clock -name clk0 -period $clk_period [get_ports {clk}]

set non_clock_inputs [all_inputs -no_clocks]
set_input_delay [expr $clk_period * $clk_io_pct] -clock clk0 $non_clock_inputs
set_output_delay [expr $clk_period * $clk_io_pct] -clock clk0 [all_outputs]
==> writeup.txt <==
The run gives 56000 um^2 for the summed standard-cell area reported by yosys. The final report lists a non-filler cell total of 6140. The main area contributors are sky130_fd_sc_hd__edfxtp_1, sky130_fd_sc_hd__mux2i_1, sky130_fd_sc_hd__and2_1, sky130_fd_sc_hd__a22oi_1, sky130_fd_sc_hd__a22o_1.

Largest area contributor in the netlist: sky130_fd_sc_hd__edfxtp_1. The share of total power consumed by net switching was 0.252. For the total routing usage reported by global routing, the log shows 0.376. The critical path class is in2out. With the post-synthesis average cell area at 12.2 um^2, the via count is 38100. The number of warnings reported in the yosys synthesis log came out at 1.

STA classifies the critical path endpoint as an output port. The flow ran to the end, and the final reports show no timing, DRC or antenna violations. The logs give 89 for the pin count of the biggest net entering global routing and 0.163 mV for the peak supply drop. The final clock period utilization by the worst path was 0.772. In this run the layout overhead on the synthesized area is reported as 10.5%. The number of warning messages in the logs is 26.

Part of the Yosys area used for sequential elements: 0.549. The setup fix buffers added after clock tree synthesis was 0; the number of clock buffers inserted by TritonCTS was 115. For the final routed database, the setup TNS stands at 0 ns. The routed wire length per instance was 31.7 um; the power share of the clock group was 0.394. Leaving out fill and tap cells, the most frequent cells in the layout are sky130_fd_sc_hd__mux2i_1, sky130_fd_sc_hd__edfxtp_1, sky130_fd_sc_hd__and2_1, sky130_fd_sc_hd__nand2_1, sky130_fd_sc_hd__nand3_1. The number of global-route vias before repair was 38500; the share of cells above drive strength 1 was 0.0853. Cell internal power was estimated by the tool at 0.00842 W. The count of buffers added on input and output ports is 113. Total power normalized to cell area comes to 182 nW/um^2. The sequential cells in the finished layout cover a total of 30700 um^2. The fraction of registers with async set or reset after synthesis works out to 0. The fraction of power consumed by combinational cells is 0.118, and the hold buffer count at cts is 0.

At the pin with the least slew margin, the transition time is 1.04 ns. Final hold analysis gives a worst-case slack of 1.95 ns. The count of cell types in the netlist came out at 28. After global routing the overflow that remains totals 0. The run gives 5922 for the count of placed standard cells including taps. The floorplan step set the die width to 337 um.

In the final layout, the multi-input gates occupy 23200 um^2. The most frequently used flop master after synthesis was sky130_fd_sc_hd__edfxtp_1. After synthesis the netlist holds a flip-flop and latch count of 1024. In this run the count of I/O pins placed on the die edge is 114. Summed over all nets, the half-perimeter wirelength after detailed placement is 108000 um. The tools report the part of the power in registers as 0.488.

Measured along the y axis, the die boundary spans 337 um. In this run the cell area of the synthesized design comes to 56000 um^2. The core region is 111000 um^2. In the final layout, the fill cell count is 9049. Yosys mapped a number of flops with a built-in enable equal to 1024.

For this run, the detailed router's first-pass iteration total came to 5. Initial antenna violation count: 8. Area share of the largest cell type after synthesis: 0.549. The power dissipated by switching net loads was 0.00284 W. The tools report the buffer cell driving the clock tree root as sky130_fd_sc_hd__clkbuf_16. In the final layout, the registers with the most flip-flops are regfile (1024).

For the finished layout, the period the worst path requires is 7.10 ns. The flow reports an fmax of 141 MHz. For this run, the detailed router reports a per-instance via density of 6.20. In this run the worst setup path terminates at rdDataB[29]. The logs give 0 for the final tally of hold violations and 2479 for the initial DRC count.

According to the timing report, the critical path is launched from rdAddrB[0]. Worst slew margin relative to its limit: 0.306. The tools report the die area as 113000 um^2.

In this run the deepest clock path goes through 3 buffers. Type of the worst min-delay path: in2reg. The register with the most flip-flops in the layout has 1024 of them.

Per the Yosys statistics, synthesis produced 4605 cells. The run gives 0 as the count of max-cap constraint violations. In this run the worst path has a maximum fanout of 81. The run gives 0.06 ns for the register clock-pin slew on the reported worst setup and hold paths. The final weighted congestion of routability-driven global placement was 0.903; the number of H-tree levels was 3. After clock tree synthesis, the repair step resized 0 gates. With the required time of the critical path at 7.36 ns, the wire length of the first global-routing pass is 275000 um. Setup repair after global routing left no endpoint under its margin. The number of design rule violations left after detail routing was 0; the CTS sink count was 1024. Per the post-synthesis report, the number of cells in the design is 4605. In this run the static leakage power is 24.0 nW. The register containing the most flip-flops in the final layout was regfile.

Per the detailed-route log, wirelength across all metal layers totals 195000 um. For the starting density of the core, the log shows 0.506. The critical path launch point type is an input port. For the worst setup path, the data arrival time is 5.26 ns.

TritonCTS built the clock tree. In this run the remaining antenna-violating nets after routing total 0. Row generation in the floorplan step produced 122 rows. The final max-slew violation count recorded for this run is 0.

From the final report, the count of setup violators was given as 0.
-- how the worst min path moves through the flow --
stage	startpoint	to	slack, ns	cells past startpoint
CTS	wrData[24]	regfile[31][24]$_DFFE_PP_	1.92	2
global route	wrData[24]	regfile[31][24]$_DFFE_PP_	1.95	2
finish	wrData[22]	regfile[31][22]$_DFFE_PP_	1.95	2
-- cell usage after synthesis (19+ instances only) --
cell and n:
sky130_fd_sc_hd__or2_2 33, sky130_fd_sc_hd__mux2i_1 1024, sky130_fd_sc_hd__buf_6 33, sky130_fd_sc_hd__a22oi_1 192, sky130_fd_sc_hd__and2_1 994, sky130_fd_sc_hd__clkbuf_1 234
sky130_fd_sc_hd__a21oi_1 192, sky130_fd_sc_hd__clkbuf_2 27, sky130_fd_sc_hd__buf_2 60, sky130_fd_sc_hd__nand3_1 193, sky130_fd_sc_hd__nor2_1 26, sky130_fd_sc_hd__nor3_1 64
sky130_fd_sc_hd__edfxtp_1 1024, sky130_fd_sc_hd__buf_4 72, sky130_fd_sc_hd__a31oi_1 64, sky130_fd_sc_hd__buf_1 19, sky130_fd_sc_hd__nand2_1 197, sky130_fd_sc_hd__a22o_1 128
-- cells by family after synthesis --
| group | Yosys count | share of synthesized area |
|---|---|---|
| AND-OR/OR-AND | 576 | 0.0700 |
| buffers and inverters | 445 | 0.0410 |
| flip-flops | 1024 | 0.549 |
| multiplexers | 1024 | 0.183 |
| AND/OR/NAND/NOR | 1536 | 0.157 |
-- power groups by stage --
stage | Clock [W] | Combinational (W) | Sequential (W)
CTS | 0.00448 | 0.00132 | 0.00550
global route | 0.00465 | 0.00140 | 0.00553
finish | 0.00444 | 0.00133 | 0.00550
-- critical path: stages --
cell,delay (ns)
sky130_fd_sc_hd__clkdlybuf4s50_1,0.60
sky130_fd_sc_hd__nor2b_4,0.23
sky130_fd_sc_hd__buf_12,0.48
sky130_fd_sc_hd__buf_4,0.75
sky130_fd_sc_hd__a22o_1,0.23
sky130_fd_sc_hd__nor3_1,0.06
sky130_fd_sc_hd__a31oi_1,0.34
sky130_fd_sc_hd__nand3_1,0.18
sky130_fd_sc_hd__clkdlybuf4s50_1,0.45
-- stage by stage --
stage                util  cell area [um^2]  power [W]  setup slack [ns]
floorplan               -             56000    0.00634              4.46
CTS                 0.559             61900     0.0113              2.20
detailed placement  0.526             58300    0.00690              2.23
global placement    0.526             58300    0.00689              2.25
finish              0.559             61900     0.0113              2.10
global route        0.559             61900     0.0116              2.10
-- layout make-up --
class	count	share of cell area
repair buffers	274	0.0406
multi-input cells	3136	0.375
flip-flops and latches	1024	0.497
diodes	8	0.000323
clock inverters	65	0.00792
well taps	1488	0.0301
clock buffers	145	0.0497
-- per-layer routing --
metal | share of wire | routed length, um | up-vias | track usage
met2 | 0.46 | 88800 | 2180 | 0.543
met1 | 0.36 | 69800 | 18600 | 0.497
met4 | 0.052 | 10100 | 12 | 0.156
li1 | - | - | 16800 | -
met5 | 0.0014 | 264 | - | 0.0187
met3 | 0.13 | 25800 | 502 | 0.196
No activity file was given, so power comes from the tool's default toggle rates.
