==> design.v <==
module controller(input clk, rst, input [11:0]Inst, input CY, zero,
	output reg ldPC,
	output reg ldIR,
	output reg ldACC,
	output reg ldMDR,
	output reg ldCY,
	output reg ldEA,
	output reg rstACC,
	output reg rstCY,
	output reg [1:0]shiftRL,
	output reg [1:0]shiftAmount,
	output reg memread , memwrite,
	output reg [2:0]ALUfunc,
	output reg PCMuxSel,
	output reg [1:0]ALUin1Sel,
	output reg [1:0]ALUin2Sel,
	output reg [1:0]EAMuxSel,
	output reg ACCinSel,
	output reg [1:0]memWriteDataSel,
	output reg [1:0]memAddrSel,
	output reg [1:0]CYinSel);
localparam[4:0] IF = 5'd0, ID = 5'd1, EA1 = 5'd2, EA2 = 5'd3, AddAnd1 = 5'd4, AddAnd2 = 5'd5, ISZ1 = 5'd6, ISZ2 = 5'd7,
				DCA = 5'd8, JMP = 5'd9, JMS = 5'd10, CLA = 5'd11, CLC = 5'd12 , CMA = 5'd13, CMC = 5'd14, RARRAL1 = 5'd15,
				RARRAL2 = 5'd16, IAC = 5'd17, SMA = 5'd18, SZA = 5'd19, SNC = 5'd20 , Skip = 5'd21;
	reg [4:0] ps , ns;
	always @(ps, Inst, CY, zero) begin : transaction
	case (ps)
		IF : ns <= ID; 
		ID : ns <= ((Inst[11:9]>=3'b000) && (Inst[11:9]<3'b110)) ? EA1 :
				   ((Inst[11:9]==3'b111) && (Inst[8]==1'b0) && Inst[7]) ? CLA : 
				   ((Inst[11:9]==3'b111) && (Inst[8]==1'b0) && Inst[6]) ? CLC : 
				   ((Inst[11:9]==3'b111) && (Inst[8]==1'b0) && Inst[5]) ? CMA: 
				   ((Inst[11:9]==3'b111) && (Inst[8]==1'b0) && Inst[4]) ? CMC: 
				   ((Inst[11:9]==3'b111) && (Inst[8]==1'b0) && Inst[3]) ? RARRAL1: 
				   ((Inst[11:9]==3'b111) && (Inst[8]==1'b0) && Inst[2]) ? RARRAL1: 
				   ((Inst[11:9]==3'b111) && (Inst[8]==1'b0) && Inst[0]) ? IAC :
				   ((Inst[11:9]==3'b111) && (Inst[8]==1'b1) && Inst[7]) ? SMA :
				   ((Inst[11:9]==3'b111) && (Inst[8]==1'b1) && Inst[6]) ? SZA :
				   ((Inst[11:9]==3'b111) && (Inst[8]==1'b1) && Inst[5]) ? SNC :
				   5'bxxxxx ;
		EA1: ns <= (Inst[8]) ? EA2 : 
				   ((Inst[11:9]==3'b000) || (Inst[11:9]==3'b001)) ? AddAnd1 :
				   (Inst[11:9]==3'b010) ? ISZ1 :
				   (Inst[11:9]==3'b011) ? DCA :
				   (Inst[11:9]==3'b100) ? JMP :
				   (Inst[11:9]==3'b101) ? JMS : 5'bxxxxx;
		EA2: ns<=  ((Inst[11:9]==3'b000) || (Inst[11:9]==3'b001)) ? AddAnd1 :
				   (Inst[11:9]==3'b010) ? ISZ1 :
				   (Inst[11:9]==3'b011) ? DCA :
				   (Inst[11:9]==3'b100) ? JMP :
				   (Inst[11:9]==3'b101) ? JMS : 5'bxxxxx;
		AddAnd1 : ns<=AddAnd2; 
		AddAnd2 : ns<=IF; 	
		ISZ1 : ns<= ISZ2;
		ISZ2 : ns<= zero ? Skip : IF ;
		DCA : ns<=IF;
		JMP : ns<=IF;
		JMS : ns<=IF;  
		CLA : ns <= IF;
		CLC : ns <= IF;
		CMA : ns <= IF;
		CMC : ns <= IF;
		RARRAL1 : ns <= RARRAL2 ;
		RARRAL2 : ns <= IF;
		IAC : ns <= IF;
		SMA : ns <= zero ? Skip : IF;
		SZA : ns <= zero ? Skip : IF;
		SNC : ns <= zero ? Skip : IF;
		Skip : ns <=IF;
	endcase 
	end
	always@(ps) begin : outputing
		ldPC=1'b0;
		ldACC=1'b0;
		ldMDR=1'b0;
		ldCY=1'b0;
		ldEA=1'b0;
		rstACC=1'b0;
		rstCY=1'b0;
		shiftRL=2'b0;
		shiftAmount=2'b0;
		memread=1'b0; memwrite=1'b0;
		ALUfunc=3'b0;
		PCMuxSel=1'b0;
		ALUin1Sel=2'b0;
		ALUin2Sel=2'b0;
		EAMuxSel=2'b0;
		ACCinSel=1'b0;
		memWriteDataSel=2'b0;
		memAddrSel=2'b0;
		CYinSel=2'b0;
		ldIR=1'b0;
	case(ps)
	IF:
		begin 
			ldPC=1;
			ldIR=1;
        end
	ID: begin end
	EA1: 
		begin 
			EAMuxSel = Inst[7] ? 2 : 1 ;
			ldEA=1;
		end
	EA2:
		begin 
			memAddrSel=1;
			EAMuxSel = 0;
			ldEA=1;
		end
	AddAnd1: 
		begin 
			memAddrSel=1;
			ldMDR=1;
		end
	AddAnd2:
		begin 
			ALUin1Sel = 1;
			ALUin2Sel = 1;
			ALUfunc=(Inst[11:9]==3'd0) ?  3'd001 : 3'b000; 	 
			ldACC=1;
			ldCY=(Inst[11:9]==3'b001) ? 1 : 0;
		end
	ISZ1: 
		begin 
			memAddrSel=1;
			ldMDR=1;
		end
	ISZ2:
		begin 
			ALUin1Sel = 2;
			ALUin2Sel = 1;
			memAddrSel=1;
			memWriteDataSel = 1;
			memwrite = 1;
		end
	DCA:
		begin
			memWriteDataSel=0;
			memAddrSel=1;
			memwrite=1;
			rstACC=1;
		end
	JMP:
		begin
			PCMuxSel=1;
			ldPC=1;
		end
	JMS:
		begin
			memAddrSel = 2;
			memWriteDataSel = 2;
			memwrite=1;
			PCMuxSel=1;
			ldPC=1;
		end				
	CLA:
		rstACC=1;
	CLC:
		rstCY=1;
	CMA:
		begin
			ALUin1Sel=1;
			ALUfunc=3'b100;  
			ldACC=1;
		end
	CMC:
		begin 
			CYinSel=2;
			ldCY=1;
		end
	RARRAL1:
		begin
			shiftRL=Inst[3] ? 2'b01 : 2'b10 ;
			shiftAmount = Inst[1] ? 2 : 1 ;
		end
	RARRAL2:
		begin
			ACCinSel=1;
			CYinSel=1;
			ldACC=1;
			ldCY=1;
		end
	IAC:
		begin
			ALUin1Sel = 1;
			ALUin2Sel = 2;
			ALUfunc=3'b000;  
			ldACC=1;
		end
	SMA:
		begin 
			ALUin1Sel=1;
			ALUfunc=3'b101;	 
		end
	SZA:
		begin 
			ALUin1Sel=1;
			ALUfunc=3'b110;  
		end
	SNC:
		begin
		end
	Skip:
		begin 
			ldPC=1;
		end
	default: 
		begin
			ldPC=1'b0;
			ldACC=1'b0;
			ldMDR=1'b0;
			ldCY=1'b0;
			ldEA=1'b0;
			rstACC=1'b0;
			rstCY=1'b0;
			shiftRL=2'b0;
			shiftAmount=2'b0;
			memread=1'b0; memwrite=1'b0;
			ALUfunc=3'b0;
			PCMuxSel=1'b0;
			ALUin1Sel=2'b0;
			ALUin2Sel=2'b0;
			EAMuxSel=2'b0;
			ACCinSel=1'b0;
			memWriteDataSel=2'b0;
			memAddrSel=2'b0;
			CYinSel=2'b0;
		end		
	endcase
end
	always@(posedge clk , posedge rst) begin : sequential
		if(rst) ps <= IF;
			else ps <= ns;
		end
endmodule
==> run.sh <==
#!/bin/bash
# OpenROAD 26Q1-2900-gdf79404cd8, Yosys 0.63+post, stock flow scripts
make -C /OpenROAD-flow-scripts/flow DESIGN_CONFIG=/design/flow/config.mk WORK_HOME=/design/flow/orfs finish
==> config.mk <==
export PLATFORM = sky130hd
export DESIGN_NAME = controller
export DESIGN_NICKNAME = controller
export VERILOG_FILES = /design/flow/design.v
export SDC_FILE = /design/flow/constraint.sdc
export NUM_CORES = 4
export LEC_CHECK = 1
export CORE_AREA = 10 10 101 101
export DIE_AREA = 0 0 111 111
==> constraint.sdc <==
current_design controller

set clk_period 1.8
set clk_io_pct 0.2

create_clock -name clk0 -period $clk_period [get_ports {clk}]

set non_clock_inputs [all_inputs -no_clocks]
set_input_delay [expr $clk_period * $clk_io_pct] -clock clk0 $non_clock_inputs
set_output_delay [expr $clk_period * $clk_io_pct] -clock clk0 [all_outputs]
==> reports/results.md <==
| Quantity | Reported |
|:---|:---|
| Setup violators final | 12 |
| Area of the multi-input gates | 0.001007 mm^2 |
| Cells in synth_stat.txt | 141 |
| Global placement routability congestion | 0.8840 |
| RSZ-0062 raised after global routing | yes |
| Die Outline Area | 0.01232 mm^2 |
| Number of global-route vias before repair | 1536 |
| Core ar. | 0.008134 mm^2 |
| Timing-limited maximum frequency | 0.5141 GHz |
| Number of buffers inserted during clock tree synthesis | 3 |
| Total track usage | 0.07392 |
| Number of core rows | 33 |
| Final setup TNS | -0.8644 ns |
| Number of unique standard cell types used by synthesis | 49 |
| Endpoints left unconstrained | 10 |
| Register clock-pin slew on the reported worst setup and hold paths | 0.04 ns |
| Violations in the final reports | negative setup slack |
| Cell count after synthesis | 141 |
| Chip area estimate from yosys synthesis | 953.4 um^2 |
| Post-detailed-route wirelength per cell | 14.41 um |
| Minimum clock period | 1.945 ns |
| Clock tree root buffer cell | clkbuf_8 |
| CTS hold repair buffers | 0 |
| Fin crit share | 1.081 |
| Req. time, crit path | 1.44 ns |
| Crit path setup slack, layout | -0.1452 ns |
| IO Port Bufs | 44 |
| TritonCTS clock tree | done |
| Ant diodes | 0 |
| Leading cell types by total area after synthesis | dfrtp_1, dlxtn_1, nor2_1, nor3_1, nand2_1 |
| Wire length of the first global-routing pass | 7838 um |
| Initial antenna violation count | 0 |
| Maximum buffer depth of the clock tree | 2 |
| Pre-Repair DR Iteration Count | 5 |
| Starting utilization of the core area | 0.1172 |
| Leftover overflow at the end of global routing | 0 |
| Number of violations reported at the end of detailed-routing iteration 0 | 89 |
| Hold Vio Cnt, Final | 0 |
| Antenna-violating nets left | 0 |
| Final Max-Slew Violation Tally | 0 |
| Number of flops mapped to enable cells by yosys | 0 |
| Netlist Area Pre-Place | 953.4 um^2 |
| Vias | 1593 |
| Leak pwr | 1.144 nW |
| Syn avg cell area | 6.762 um^2 |
| Share of post-route cells with drive strength above 1 | 0.6385 |
| Crit-path max FO | 3 |
| Power per unit of standard cell area | 161.4 mW/mm^2 |
| Tally of yosys warning messages | 1 |
| Count of pins on the block boundary | 47 |
| Flops out of synthesis | 10 |
| Maximum number of pins on one net before global-route repair | 10 |
| Class of the tightest hold or removal check | input port to asynchronous set/reset pin |
| Share of synthesized registers carrying an async set or reset | 0.5000 |
| Routed Wire Length | 5260 um |
| OpenROAD warnings | 28 |
| Final worst hold slack | 0.3366 ns |
| Run status | complete, but fails checks |
| Max IR drop VDD | 0.1461 mV |
| Setup crit start kind | flip-flop |
| Commonest flop | dlxtn_1 |
| Area fraction of the dominant cell type after synthesis | 0.1312 |
| Critical Setup Path Class | flip-flop to output port |
| Count of unclocked register or latch pins | 5 |
| Total of fill cells in the finished design | 772 |
| Mean number of vias per cell | 4.364 |
| Cell type with the largest total area after synthesis | dfrtp_1 |
| Chip width | 111 um |
| DP HPWL | 3405 um |
| H-tree depth | 1 |
| Tally of max-capacitance violations | 0 |
| Data arrival time of the critical path | 1.59 ns |
| Seq. cell area | 202.7 um^2 |
| Endpoint class of the critical path | output port |
| Area overhead of the layout relative to synthesis | 161.4% |
| Die extent in y | 111 um |
| Total DRC errors in the routed layout | 0 |
==> through the flow <==
| stage | cell area [um^2] | util | setup WS [ns] | std cells | power [W] |
|---|---|---|---|---|---|
| floorplan | 953.4 | - | 0.2415 | 141 | 0.0001468 |
| global placement | 1778 | 0.2186 | -0.6334 | 319 | 0.0001952 |
| detailed placement | 1778 | 0.2186 | -0.6459 | 319 | 0.0001959 |
| CTS | 2240 | 0.2753 | -0.2177 | 354 | 0.0004038 |
| global route | 2492 | 0.3064 | -0.2560 | 365 | 0.0004223 |
| finish | 2492 | 0.3064 | -0.1452 | 365 | 0.0004022 |
==> layout by cell type (no fill, tap or decap), types with 3 or more instances in the layout <==
master | synthesis | routed
buf_4 | 3 | 52
buf_6 | 0 | 33
buf_2 | 5 | 16
clkdlybuf4s50_1 | 0 | 12
nor2_1 | 16 | 9
clkbuf_2 | 0 | 9
nand2_1 | 13 | 7
nor2_4 | 0 | 5
dlxtn_1 | 5 | 5
nand2b_4 | 0 | 4
nor3_2 | 0 | 4
nand2_4 | 0 | 4
nand3_1 | 4 | 4
a21oi_1 | 6 | 4
dlygate4sd2_1 | 0 | 4
nor4_4 | 0 | 3
inv_1 | 4 | 3
nor3_4 | 0 | 3
nor2b_4 | 0 | 3
and2_1 | 5 | 3
nor2_2 | 1 | 3
nor3_1 | 10 | 3
o211ai_1 | 3 | 3
clkbuf_8 | 0 | 3
dfrtp_1 | 5 | 3
==> synthesized netlist by cell type, types with 2 or more instances <==
| master | number |
|---|---|
| a211oi_1 | 2 |
| a21oi_1 | 6 |
| a32oi_1 | 2 |
| and2_1 | 5 |
| buf_1 | 2 |
| buf_2 | 5 |
| buf_4 | 3 |
| clkbuf_1 | 4 |
| dfrtp_1 | 5 |
| dlxtn_1 | 5 |
| inv_1 | 4 |
| mux2i_1 | 2 |
| nand2_1 | 13 |
| nand2b_1 | 6 |
| nand3_1 | 4 |
| nand3b_1 | 2 |
| nand4_1 | 2 |
| nor2_1 | 16 |
| nor2b_1 | 5 |
| nor3_1 | 10 |
| nor4_1 | 4 |
| o211ai_1 | 3 |
| o22ai_1 | 3 |
| o31ai_1 | 2 |
| or3_1 | 2 |
==> routing by layer <==
layer	GRT usage	vias up	share of wire	routed length [um]
li1	-	752	-	-
met1	0.1035	758	0.47	2466
met2	0.1120	79	0.44	2335
met3	0.01916	4	0.076	400
met4	0.01302	0	0.011	57
met5	0	-	0	0
==> registers in the layout (all words and copies together) (netlist names) <==
register,flops
ps,5
ns,5
==> final cells by class <==
class	instances	area share
timing repair buffer	129	0.4362
multi-input combinational	112	0.4041
sequential	10	0.08133
tap	105	0.05271
clock buffer	4	0.01807
inverter	5	0.007530
==> report_power, final <==
part / switching [W] / total, W / internal [W] / leakage (nW)
registers: 0.0000000317 / 0.000114 / 0.000114 / 0.101
clock network: 0.0000530 / 0.000205 / 0.000152 / 0.0228
logic: 0.0000392 / 0.0000837 / 0.0000444 / 1.02
total: 0.0000923 / 0.000402 / 0.000310 / 1.14
==> logic make-up (layout without fill, tap and decap cells) <==
kind of cell / after synthesis / in the layout / share of synthesized area
AOI/OAI and AO/OA: 31 / 31 / 0.2336
and+or+nand+nor: 77 / 77 / 0.4292
muxes: 2 / 2 / 0.02100
buffers and inverters: 19 / 138 / 0.09316
other: 1 / 1 / 0.003933
xor gates and xnor gates: 1 / 1 / 0.009188
DFF: 5 / 5 / 0.1312
latches: 5 / 5 / 0.07874
==> repair_timing <==
| item | CTS | global route |
|---|---|---|
| hold endpoints to repair | 0 | 0 |
| pin swaps | 20 | 25 |
| buffers inserted | 33 | 16 |
| setup endpoints to repair | 30 | 25 |
| gates resized | 135 | 65 |
| gates cloned | 1 | 0 |
==> worst paths after layout <==
check,startpoint,end,slack [ns],depth (start not counted)
min in group clk0,ps[0],ldMDR,1.28,3
setup / recovery,ps[0],ldCY,-0.15,7
max in group asynchronous,rst,ps[2],1.28,2
hold / removal,rst,ps[4],0.34,2
==> worst max-delay path, stage by stage, from the launching register on <==
cell	delay (ns)
dfrtp_1	0.42
buf_6	0.14
nand2b_4	0.07
nor4_4	0.27
buf_4	0.17
a32oi_2	0.05
o21bai_1	0.14
buf_2	0.11
Power is estimated from default activity; no workload was simulated.
